[./run.sh]
#!/bin/bash
# OpenROAD 26Q1-2900-gdf79404cd8, Yosys 0.63+post, stock flow scripts
make -C /OpenROAD-flow-scripts/flow DESIGN_CONFIG=/design/flow/config.mk WORK_HOME=/design/flow/orfs finish
[./constraint.sdc]
current_design decode

set clk_period 5.7
set clk_io_pct 0.2

create_clock -name clk0 -period $clk_period [get_ports {clk}]

set non_clock_inputs [all_inputs -no_clocks]
set_input_delay [expr $clk_period * $clk_io_pct] -clock clk0 $non_clock_inputs
set_output_delay [expr $clk_period * $clk_io_pct] -clock clk0 [all_outputs]
[./design.v]
`default_nettype none
module decode (
	output wire [15:0] read_data_1,
	output wire [15:0] read_data_2,
	output wire [15:0] sign_ex_J,
	output wire [15:0] ALU_operand_ex,
	output wire err,
	output wire [2:0] writeReg,
	output wire [2:0] Rs,
	output wire [2:0] Rt,
	input wire [15:0] inst,
	input wire [15:0] w_D,
	input wire clk, rst,
	input wire [1:0] regDst,
	input wire [1:0] ALU_operandExMux,
	input wire signExJMux,
	input wire regWrite,
	input wire link,
	input wire [15:0] PC_inc_WB,
	input wire [2:0] writeReg_WB,
	input wire lbi,
	input wire memRead_ID,
	input wire memWrite_ID
);
	wire [15:0] sign_ex_11b;
	wire [15:0] sign_ex_8b;
	wire [15:0] sign_ex_5b;
	wire [15:0] zero_ex_8b;
	wire [15:0] zero_ex_5b;
	assign sign_ex_11b = {inst[10], inst[10], inst[10], inst[10], inst[10], inst[10:0]};
	assign sign_ex_8b = {inst[7], inst[7], inst[7], inst[7], inst[7], inst[7], inst[7], inst[7], inst[7:0]};
	assign sign_ex_5b = {inst[4], inst[4], inst[4], inst[4], inst[4], inst[4], inst[4], inst[4], inst[4], inst[4], inst[4], inst[4:0]};
	assign zero_ex_8b = {8'h00, inst[7:0]};
	assign zero_ex_5b = {11'h000, inst[4:0]};
	assign Rs = ((&regDst) & lbi) ? 3'bxxx : inst[10:8];
	assign Rt = ((regDst == 2'b01) | memWrite_ID | memRead_ID) ? inst[7:5] : 3'bxxx;
	assign writeReg = regDst[1] ? (regDst[0] ? inst[10:8] : inst[7:5]) : (regDst[0] ? inst[4:2] : 3'b111);
	assign sign_ex_J = signExJMux ? sign_ex_8b : sign_ex_11b;
	assign ALU_operand_ex = ALU_operandExMux[1] ? (ALU_operandExMux[0] ? sign_ex_8b : sign_ex_5b) : (ALU_operandExMux[0] ? zero_ex_8b : zero_ex_5b);
	wire [15:0] writeData;
	assign writeData = link ? PC_inc_WB : w_D;
	regFile_bypass regFile0(
		.read1Data(read_data_1),
		.read2Data(read_data_2),
		.err(err),
		.clk(clk),
		.rst(rst),
		.read1RegSel(inst[10:8]),
		.read2RegSel(inst[7:5]),
		.writeRegSel(writeReg_WB),
		.writeData(writeData),
		.writeEn(regWrite)
	);
endmodule
`default_nettype wire
`default_nettype none
module dff (q, d, clk, rst);
    output wire        q;
    input wire         d;
    input wire         clk;
    input wire         rst;
    reg            state;
    assign #(1) q = state;
    always @(posedge clk) begin
      state = rst? 0 : d;
    end
endmodule
`default_nettype wire
module regFile (
                read1Data, read2Data, err,
                clk, rst, read1RegSel, read2RegSel, writeRegSel, writeData, writeEn
                );
	parameter BITWIDTH = 16;
   	input        clk, rst;
   	input [2:0]  read1RegSel;
   	input [2:0]  read2RegSel;
   	input [2:0]  writeRegSel;
   	input [BITWIDTH-1:0] writeData;
   	input        writeEn;
	output [BITWIDTH-1:0] read1Data;
   	output [BITWIDTH-1:0] read2Data;
   	output        err;
	wire [BITWIDTH-1:0] reg0write;
	wire [BITWIDTH-1:0] reg1write;
	wire [BITWIDTH-1:0] reg2write;
	wire [BITWIDTH-1:0] reg3write;
	wire [BITWIDTH-1:0] reg4write;
	wire [BITWIDTH-1:0] reg5write;
	wire [BITWIDTH-1:0] reg6write;
	wire [BITWIDTH-1:0] reg7write;
	wire [BITWIDTH-1:0] reg0read;
	wire [BITWIDTH-1:0] reg1read;
	wire [BITWIDTH-1:0] reg2read;
	wire [BITWIDTH-1:0] reg3read;
	wire [BITWIDTH-1:0] reg4read;
	wire [BITWIDTH-1:0] reg5read;
	wire [BITWIDTH-1:0] reg6read;
	wire [BITWIDTH-1:0] reg7read;
	wire reg0writeEn;
	wire reg1writeEn;
	wire reg2writeEn;
	wire reg3writeEn;
	wire reg4writeEn;
	wire reg5writeEn;
	wire reg6writeEn;
	wire reg7writeEn;
	assign reg0writeEn = (~writeRegSel[2] & ~writeRegSel[1] & ~writeRegSel[0]) & writeEn;
	assign reg1writeEn = (~writeRegSel[2] & ~writeRegSel[1] & writeRegSel[0]) & writeEn;
	assign reg2writeEn = (~writeRegSel[2] & writeRegSel[1] & ~writeRegSel[0]) & writeEn;
	assign reg3writeEn = (~writeRegSel[2] & writeRegSel[1] & writeRegSel[0]) & writeEn;
	assign reg4writeEn = (writeRegSel[2] & ~writeRegSel[1] & ~writeRegSel[0]) & writeEn;
	assign reg5writeEn = (writeRegSel[2] & ~writeRegSel[1] & writeRegSel[0]) & writeEn;
	assign reg6writeEn = (writeRegSel[2] & writeRegSel[1] & ~writeRegSel[0]) & writeEn;
	assign reg7writeEn = (writeRegSel[2] & writeRegSel[1] & writeRegSel[0]) & writeEn;
	register reg0(.clk(clk), .rst(rst), .en(reg0writeEn), .D(writeData), .Q(reg0read));
	register reg1(.clk(clk), .rst(rst), .en(reg1writeEn), .D(writeData), .Q(reg1read));
	register reg2(.clk(clk), .rst(rst), .en(reg2writeEn), .D(writeData), .Q(reg2read));
	register reg3(.clk(clk), .rst(rst), .en(reg3writeEn), .D(writeData), .Q(reg3read));
	register reg4(.clk(clk), .rst(rst), .en(reg4writeEn), .D(writeData), .Q(reg4read));
	register reg5(.clk(clk), .rst(rst), .en(reg5writeEn), .D(writeData), .Q(reg5read));
	register reg6(.clk(clk), .rst(rst), .en(reg6writeEn), .D(writeData), .Q(reg6read));
	register reg7(.clk(clk), .rst(rst), .en(reg7writeEn), .D(writeData), .Q(reg7read));
	assign read1Data = read1RegSel == 3'b000 ? reg0read :
				read1RegSel == 3'b001 ? reg1read :
				read1RegSel == 3'b010 ? reg2read :
				read1RegSel == 3'b011 ? reg3read :
				read1RegSel == 3'b100 ? reg4read :
				read1RegSel == 3'b101 ? reg5read :
				read1RegSel == 3'b110 ? reg6read :
				reg7read;
	assign read2Data = read2RegSel == 3'b000 ? reg0read :
				read2RegSel == 3'b001 ? reg1read :
				read2RegSel == 3'b010 ? reg2read :
				read2RegSel == 3'b011 ? reg3read :
				read2RegSel == 3'b100 ? reg4read :
				read2RegSel == 3'b101 ? reg5read :
				read2RegSel == 3'b110 ? reg6read :
				reg7read;
	assign err = ((&writeData == 1'bx) | (|writeData == 1'bx) | (^writeData == 1'bx) | (writeEn == 1'bx) | (writeEn == 1'bz)) ? 1 : 0;
endmodule
module regFile_bypass (
                       read1Data, read2Data, err,
                       clk, rst, read1RegSel, read2RegSel, writeRegSel, writeData, writeEn
                       );
   input        clk, rst;
   input [2:0]  read1RegSel;
   input [2:0]  read2RegSel;
   input [2:0]  writeRegSel;
   input [15:0] writeData;
   input        writeEn;
   output [15:0] read1Data;
   output [15:0] read2Data;
   output        err;
   wire [15:0] read1Data_nbp;
   wire [15:0] read2Data_nbp;
   regFile regFile(
      .clk(clk),
      .rst(rst),
      .read1RegSel(read1RegSel),
      .read2RegSel(read2RegSel),
      .writeRegSel(writeRegSel),
      .writeData(writeData),
      .writeEn(writeEn),
      .read1Data(read1Data_nbp),
      .read2Data(read2Data_nbp),
      .err(err)
   );
   assign read1Data = ((read1RegSel == writeRegSel) & writeEn) ? writeData : read1Data_nbp;
   assign read2Data = ((read2RegSel == writeRegSel) & writeEn) ? writeData : read2Data_nbp;
endmodule
module register (
	input clk,
	input rst,
	input en,
	input [15:0] D,
	output [15:0] Q);
	wire [15:0] D_en;
	assign D_en = en ? D : Q;
	dff b0(.q(Q[0]), .d(D_en[0]), .clk(clk), .rst(rst));
	dff b1(.q(Q[1]), .d(D_en[1]), .clk(clk), .rst(rst));
	dff b2(.q(Q[2]), .d(D_en[2]), .clk(clk), .rst(rst));
	dff b3(.q(Q[3]), .d(D_en[3]), .clk(clk), .rst(rst));
	dff b4(.q(Q[4]), .d(D_en[4]), .clk(clk), .rst(rst));
	dff b5(.q(Q[5]), .d(D_en[5]), .clk(clk), .rst(rst));
	dff b6(.q(Q[6]), .d(D_en[6]), .clk(clk), .rst(rst));
	dff b7(.q(Q[7]), .d(D_en[7]), .clk(clk), .rst(rst));
	dff b8(.q(Q[8]), .d(D_en[8]), .clk(clk), .rst(rst));
	dff b9(.q(Q[9]), .d(D_en[9]), .clk(clk), .rst(rst));
	dff b10(.q(Q[10]), .d(D_en[10]), .clk(clk), .rst(rst));
	dff b11(.q(Q[11]), .d(D_en[11]), .clk(clk), .rst(rst));
	dff b12(.q(Q[12]), .d(D_en[12]), .clk(clk), .rst(rst));
	dff b13(.q(Q[13]), .d(D_en[13]), .clk(clk), .rst(rst));
	dff b14(.q(Q[14]), .d(D_en[14]), .clk(clk), .rst(rst));
	dff b15(.q(Q[15]), .d(D_en[15]), .clk(clk), .rst(rst));
endmodule
[./config.mk]
export PLATFORM = sky130hd
export DESIGN_NAME = decode
export DESIGN_NICKNAME = decode
export VERILOG_FILES = /design/flow/design.v
export SDC_FILE = /design/flow/constraint.sdc
export NUM_CORES = 4
export LEC_CHECK = 1
export CORE_UTILIZATION = 30
==> results.txt <==
Implementation results

Once detail routing completed, the nets flagged for antenna violations numbered 0. The overall die area is 0.0262 mm². Antenna repair during routing inserted a diode count of 0. Yosys instantiated no cell more often than sky130_fd_sc_hd__nor2_1. For this run, the register share of the synthesized area comes to 0.334. The final max-slew violation count recorded for this run is 0. STA lists the maximum fanout along the critical path as 14.

The number of placement rows is approximately 58. STA classifies the critical path startpoint as an input pin. For reference, the final report shows the hold violation count at 0.

The area share of the largest cell type after synthesis is 0.334. Clock-pin slew was measured on the worst setup and hold paths at 50 ps. The clock skew after layout is 0 ps. The synthesis run shows the most used standard cells to be 161 x sky130_fd_sc_hd__nor2_1, 135 x sky130_fd_sc_hd__a211oi_1, 128 x sky130_fd_sc_hd__dfxtp_1. The flow reports an fmax of 205 MHz. The number of buffers added for setup after CTS is 0. Global routing finished with a remaining overflow of 0. Counting every sink on the clock net gives about 130. Summing all flip-flop and latch instances after layout gives roughly 0.0026 mm².

The proportion of synthesized flip-flops having asynchronous set or reset is 0. The core box area is roughly 0.025 mm². The die is 162 µm tall. The synthesized instance count is about 940. The synthesized chip area reported by yosys is 0.00767 mm².

The report lists the cells along the critical path as clkdlybuf4s50_1 > xor2_1 > or4_4 > mux2_4 > a31oi_2 > clkdlybuf4s50_1. The total placed instance area is between 0.009 and 0.01 mm². As reported, the later end of the worst-skew pair has a clock insertion delay of 410 ps. The number of flops mapped to enable cells by yosys is 0. The max-slew check reports its worst relative slack as 0.407. The worst hold path belongs to the class flip-flop to flip-flop. Once the clock tree was built, the resizer swapped 0 gates to a different size. Among cell families on the critical path, the largest total delay comes from buffers and inverters. The number of detailed-route iterations in the first pass is 4. The number of buffer and inverter stages on the critical path is 2. The post-CTS hold buffer count recorded in the log is 0.

The routed via count divided by cell count is 5.54. Sorting the synthesized cells by area gives the leading types as sky130_fd_sc_hd__dfxtp_1 33%, sky130_fd_sc_hd__a211oi_1 13%, sky130_fd_sc_hd__nor2_1 7.9%. TritonCTS built the clock tree. The count of buffers inserted at the top-level ports is 121. Pin placement for this block handled 137 I/O pins. The initial antenna violation count was 0. The routed design could run at a clock period as short as 4890 ps. The OpenROAD report gives the critical path a data arrival time of 3750 ps. In this run the cell area of the synthesized design comes to 0.00767 mm². In this run the static leakage power is ~0.0034 µW. In the Yosys report the total cell count is 935. Of the cells placed in the final design, the portion with a size suffix greater than 1 is 0.129.

The H-tree depth is 4. The most used cell along the critical path is sky130_fd_sc_hd__clkdlybuf4s50_1. The count of unresolved DRC violations after routing is 0. The run finished with clean final reports.

For this run the detailed placement stage logged an HPWL of 16700 µm. The transition time recorded at the tightest slew-check pin is 864 ps. Detailed-route iteration 0 reported a violation count of 514.

The critical setup path kind is input pin to output port. Per the STA report, the cell with the highest stage delay on the worst path is sky130_fd_sc_hd__or4_4. The multi-input logic area is ~0.0045 mm². Across the run, the number of max-cap violations was 0.

In the global route stage, overall resource usage came out at 0.205. The number of inserted filler cells in the final layout is 2506. The ratio of total power to cell area is 264 mW/mm². Per the gpl log, the routability congestion estimate is 0.861. The maximum vdd ir drop is 188 µV. The final timing summary puts the cycle share of the worst path at 0.857. Setup repair after global routing left no endpoint under its margin. The cell type contributing the most total cell area after synthesis is sky130_fd_sc_hd__dfxtp_1. The OpenROAD report gives the critical path a required time of 4560 ps.

The worst setup path is captured at an output port. The number of warnings in the stage logs is 33. The overall power is 2540 µW. Summing over every cut layer, the via total after detailed routing is around 7.4k. In the Yosys stats the netlist draws on 62 distinct library cells. The post-detailed-route wirelength per cell is 19.5 µm. The number of storage elements in the synthesis netlist is roughly 130.

CTS added clock buffers totalling 17. The dominant register cell is sky130_fd_sc_hd__dfxtp_1. The synthesized area divided by synthesized cell count is 8.20 µm². After routing, the total negative slack on setup checks comes to 0 ps. The flow measured a signed area growth from synthesis to layout of 25.7%.

The tree is rooted in a sky130_fd_sc_hd__clkbuf_16. The wire length of the first global-routing pass is 40900 µm. For the completed layout, the total cell area is recorded as 0.00964 mm². The number of global-route vias before repair is just under 7k.

The Yosys warning count is 2. The final setup violation count is 0. After detailed routing, the total wire length is 26200 µm. On the worst path, the slowest cell contributes a delay of approximately 740 ps. The floorplan die width is about 160 µm.

Entering global routing, the biggest net connects 68 pins. The effective utilization at floorplan is 0.305. Counting along the longest clock path gives a buffer depth of 2.
placed cells by master, fill, tap and decap left out, drive strengths merged, types with 9 or more instances in the layout:
cell           Yosys  layout
a2bb2oi           12      12
mux2i             36      36
o22ai             17      17
o21ai             32      32
nand3             13      13
and2              18      18
nor2             161     161
o221ai            16      16
mux2              29      29
nand2             31      31
dfxtp            128     128
nand2b            12      12
nor3               9       9
clkdlybuf4s50      0     114
buf               53      55
clkbuf            70      24
a211oi           135     135
a21oi             41      41
a221oi            19      19
logic make-up (layout without fill, tap and decap cells):
kind of cell,Yosys count,after routing,synth area share
AOI/OAI and AO/OA,328,328,0.315
xor gates and xnor gates,6,6,0.00686
buffers and inverters,131,209,0.0855
DFF,128,128,0.334
muxes,67,67,0.0964
other,1,1,0.000489
and+or+nand+nor,274,274,0.161
final timing paths:
path	start	to	slack, ps	cells past startpoint
max	writeReg_WB[2]	read_data_1[5]	810	6
min reg2reg	regFile0.regFile.reg4.b0.state	regFile0.regFile.reg4.b0.state	510	2
max reg2reg	regFile0.regFile.reg1.b0.state	regFile0.regFile.reg1.b0.state	4930	2
min	regFile0.regFile.reg4.b0.state	regFile0.regFile.reg4.b0.state	510	2
metrics by stage:
stage                      util  setup slack, ps  hold slack [ps]  instances
after floorplan               -             1980              483        935
after global placement    0.360              791              496       1311
after detailed placement  0.360              796              502       1311
after CTS                 0.384              791              509       1343
after global routing      0.384              736              521       1343
final                     0.384              814              510       1343
layer usage:
metal	GRT usage	vias up	part of all wire
met5	0	-	0
met4	0.0450	0	0.021
met3	0.0352	45	0.068
met2	0.314	284	0.45
met1	0.307	3505	0.46
li1	-	3611	-
worst reg2reg max path, delay by kind of cell, from the launching register on:
| kind | cells | cell delay (ps) |
|---|---|---|
| AND/OR/NAND/NOR | 1 | 70 |
| flip-flops | 1 | 380 |
| AND-OR/OR-AND | 1 | 230 |
power breakdown:
part / total, µW / switching (µW) / internal, µW
Clock: 1110 / 404 / 702
Combinational: 485 / 248 / 237
Sequential: 953 / 25.5 / 927
Total: 2540 / 677 / 1870
final cells by class:
| type | instances | area share |
|---|---|---|
| multi-input combinational | 676 | 0.466 |
| sequential | 128 | 0.266 |
| timing repair buffer | 169 | 0.160 |
| clock buffer | 24 | 0.0521 |
| tap | 330 | 0.0429 |
| clock inverter | 8 | 0.0106 |
| inverter | 8 | 0.00312 |
No activity file was given, so power comes from the tool's default toggle rates.
