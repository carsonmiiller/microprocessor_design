File: /design/flow/constraint.sdc
current_design EX_MEM

set clk_period 1.0
set clk_io_pct 0.2

create_clock -name clk0 -period $clk_period [get_ports {clk}]

set non_clock_inputs [all_inputs -no_clocks]
set_input_delay [expr $clk_period * $clk_io_pct] -clock clk0 $non_clock_inputs
set_output_delay [expr $clk_period * $clk_io_pct] -clock clk0 [all_outputs]
File: /design/flow/run.sh
#!/bin/bash
# OpenROAD 26Q1-2900-gdf79404cd8, Yosys 0.63+post, stock flow scripts
make -C /OpenROAD-flow-scripts/flow DESIGN_CONFIG=/design/flow/config.mk WORK_HOME=/design/flow/orfs finish
File: /design/flow/config.mk
export PLATFORM = sky130hd
export DESIGN_NAME = EX_MEM
export DESIGN_NICKNAME = EX_MEM
export VERILOG_FILES = /design/flow/design.v
export SDC_FILE = /design/flow/constraint.sdc
export NUM_CORES = 4
export LEC_CHECK = 1
export CORE_UTILIZATION = 50
File: /design/flow/design.v
`default_nettype none
module EX_MEM (
    input wire [15:0] ALU_result_EX,  
    output wire [15:0] ALU_result_MEM,
    input wire [15:0] writeData_EX,
	output wire [15:0] writeData_MEM,
    input wire memRead_EX,
	output wire memRead_MEM,
    input wire memWrite_EX,
	output wire memWrite_MEM,
    input wire halt_EX,
	output wire halt_MEM,
    input wire [15:0] zero_ex_set_EX,
    output wire [15:0] zero_ex_set_MEM,  
    input wire setOp_EX,
    output wire setOp_MEM,  
    input wire regWrite_EX,
    output wire regWrite_MEM,  
    input wire memToReg_EX,
    output wire memToReg_MEM,  
    input wire [2:0] writeReg_EX, Rs_EX, Rt_EX,
    output wire [2:0] writeReg_MEM, Rs_MEM, Rt_MEM,  
    input wire link_EX,
    output wire link_MEM,
    input wire [15:0] PC_inc_EX,
    output wire [15:0] PC_inc_MEM,
    input wire [15:0] st_value_EX,
    output wire [15:0] st_value_MEM,
    input wire stall,
    input wire clk, rst
);
    register_16b ALU_result(
        .D(ALU_result_EX),
        .Q(ALU_result_MEM),
        .en(~stall),
        .clk(clk),
        .rst(rst)
    );
    register_16b st_value(
        .D(st_value_EX),
        .Q(st_value_MEM),
        .en(~stall),
        .clk(clk),
        .rst(rst)
    );
    register_16b PC_inc(
        .D(PC_inc_EX),
        .Q(PC_inc_MEM),
        .en(~stall),
        .clk(clk),
        .rst(rst)
    );
    register_16b writeData(
        .D(writeData_EX),
        .Q(writeData_MEM),
        .en(~stall),
        .clk(clk),
        .rst(rst)
    );
    register_16b zero_ex_set(
        .D(zero_ex_set_EX),
        .Q(zero_ex_set_MEM),
        .en(~stall),
        .clk(clk),
        .rst(rst)
    );
    register_3b writeReg(
        .Q(writeReg_MEM),
        .D(writeReg_EX),
        .en(~stall),
        .clk(clk),
        .rst(rst)
    );
    register_3b Rt(
        .Q(Rt_MEM),
        .D(Rt_EX),
        .en(~stall),
        .clk(clk),
        .rst(rst)
    );
    register_3b Rs(
        .Q(Rs_MEM),
        .D(Rs_EX),
        .en(~stall),
        .clk(clk),
        .rst(rst)
    );
    dff_en link(
        .D(link_EX),
        .Q(link_MEM),
        .en(~stall),
        .clk(clk),
        .rst(rst)
    );
    dff_en memRead(
        .D(memRead_EX),
        .Q(memRead_MEM),
        .en(~stall),
        .clk(clk),
        .rst(rst)
    );
    dff_en memWrite(
        .D(memWrite_EX),
        .Q(memWrite_MEM),
        .en(~stall),
        .clk(clk),
        .rst(rst)
    );
    dff_en halt(
        .D(halt_EX),
        .Q(halt_MEM),
        .en(~stall),
        .clk(clk),
        .rst(rst)
    );
    dff_en setOp(
        .D(setOp_EX),
        .Q(setOp_MEM),
        .en(~stall),
        .clk(clk),
        .rst(rst)
    );
    dff_en regWrite(
        .D(regWrite_EX),
        .Q(regWrite_MEM),
        .en(~stall),
        .clk(clk),
        .rst(rst)
    );
    dff_en memToReg(
        .D(memToReg_EX),
        .Q(memToReg_MEM),
        .en(~stall),
        .clk(clk),
        .rst(rst)
    );
endmodule
`default_nettype wire
`default_nettype none
module dff (q, d, clk, rst);
    output wire        q;
    input wire         d;
    input wire         clk;
    input wire         rst;
    reg            state;
    assign #(1) q = state;
    always @(posedge clk) begin
      state = rst? 0 : d;
    end
endmodule
`default_nettype wire
`default_nettype none
module dff_en (
    output wire Q,
    input wire D,
    input wire en,
    input wire clk, rst
);
    wire D_en;
    assign D_en = en ? D : Q;
    dff dff1(
        .q(Q),
        .d(D_en),
        .clk(clk),
        .rst(rst)
    );
endmodule
`default_nettype wire
module register_16b (
	input clk,
	input rst,
	input en,
	input [15:0] D,
	output [15:0] Q
);
	wire [15:0] D_en;
	assign D_en = en ? D : Q;
	dff b0(.q(Q[0]), .d(D_en[0]), .clk(clk), .rst(rst));
	dff b1(.q(Q[1]), .d(D_en[1]), .clk(clk), .rst(rst));
	dff b2(.q(Q[2]), .d(D_en[2]), .clk(clk), .rst(rst));
	dff b3(.q(Q[3]), .d(D_en[3]), .clk(clk), .rst(rst));
	dff b4(.q(Q[4]), .d(D_en[4]), .clk(clk), .rst(rst));
	dff b5(.q(Q[5]), .d(D_en[5]), .clk(clk), .rst(rst));
	dff b6(.q(Q[6]), .d(D_en[6]), .clk(clk), .rst(rst));
	dff b7(.q(Q[7]), .d(D_en[7]), .clk(clk), .rst(rst));
	dff b8(.q(Q[8]), .d(D_en[8]), .clk(clk), .rst(rst));
	dff b9(.q(Q[9]), .d(D_en[9]), .clk(clk), .rst(rst));
	dff b10(.q(Q[10]), .d(D_en[10]), .clk(clk), .rst(rst));
	dff b11(.q(Q[11]), .d(D_en[11]), .clk(clk), .rst(rst));
	dff b12(.q(Q[12]), .d(D_en[12]), .clk(clk), .rst(rst));
	dff b13(.q(Q[13]), .d(D_en[13]), .clk(clk), .rst(rst));
	dff b14(.q(Q[14]), .d(D_en[14]), .clk(clk), .rst(rst));
	dff b15(.q(Q[15]), .d(D_en[15]), .clk(clk), .rst(rst));
endmodule
module register_3b (
	input clk,
	input rst,
	input en,
	input [2:0] D,
	output [2:0] Q
);
	wire [2:0] D_en;
	assign D_en = en ? D : Q;
	dff b0(.q(Q[0]), .d(D_en[0]), .clk(clk), .rst(rst));
	dff b1(.q(Q[1]), .d(D_en[1]), .clk(clk), .rst(rst));
	dff b2(.q(Q[2]), .d(D_en[2]), .clk(clk), .rst(rst));
endmodule
==> out/metrics.cfg <==
[global_route]
antenna_found_initial=1
grt_max_degree=31
grt_overflow=0
grt_use_total_pct=19.4
grt_pass1_wl_um=12800
grt_pass1_vias=2715

[setup_path]
timing.rr.end=ALU_result.b2.state
critical_path_class=reg -> out
cp.arrival_ns=0.78
cp_max_fo=2
r2r_setup_slack_ns=0.25
crit_path_start=st_value.b15.state
cpMaxStageDelayCell=dfxtp_2
critical_path_depth=1
cp-start-kind=flip-flop
cp-end-kind=output port
path_buffers=1
crit_chain=buf_2
worstRegToRegCells=3
max_stage_delay_ns=0.33
r2r-start=ALU_result.b2.state
critPathRequiredTime_ns=0.80
cp_top_family=flip-flops
timing.critical_path.to=st_value_MEM[15]

[synthesis]
syn_area_per_cell_um2=10.3
ys_sh_simple_pct=8.79
ys_area_um2=4100
syn_area_um2=4100
syn_inst=399
yosys_warnings=1
yosysSeqAreaShare_pct=46.9
numSynthFlops=96
synthTopLogicFamily=multiplexers
yosys.area_share.xor_xnor_pct=0
adder_share_pct=0
yosysCellCount=399
compound_area_share_pct=0
muxShareOfSynthArea_pct=23.5
netlist-cell-type-count=9

[placed_design]
gp_congestion=0.771
portBuffers=194
post-place-ws_ns=-0.0359
hpwl_um=5950

[timing]
layout_setup_ws_ns=0.0165
final_max_slew_viol_count=0
fin_setup_tns_ns=0
post-route-period-util_pct=98.4
max_freq_ghz=1.02
tightest_slew_ns=0.245
relSlewSlack_pct=83.7
finalSetupViolCount=0
hold_viol=0
fin_skew_ns=0
rsz0062_at_grt=true
post-route-min-period_ns=0.984

[run]
cap_violations=0
warning_count=28

[finish]
drive_above_1_share_pct=43.2
fin_util_pct=67.8
area_growth_pct=29.2

[detailed_routing]
detail-route-antenna-nets=0
drt_iter0_drc=55
via_count=2798
wl_per_cell_um=13.3
drcViolationCount=0
via_per_inst=4.55
dr.pass1.iters=4
drt-total-wl_um=8210

[clock_tree]
clkTransAtPathRegs_ns=0.10
cts.sinks=96
numCtsBuffers=9
htreeDepth=3
cts_tree=built
clock_path_buffers=2
clk_latency_ns=0.34
ctsRootBufferMaster=clkbuf_8

[power]
powerDensity_nw_per_um2=1420
p_sw_uw=1740
p_int_uw=5760
p_leak_uw=0.00261
comb_power_share_pct=15.1
swShare_pct=23.2
p_clk_share_pct=29.0
ir_worst_vdd_mv=0.849
sequentialPowerShare_pct=55.8

[floorplan]
core_um2=7810
rows=32
die_h_um=92.5
die_area_um2=8560
fp_util_pct=52.5
fp.dieW_um=92.5
io_pins=195

[worst_hold_path]
hp-class=in -> reg

[status]
status=finished clean

[layer usage]
metal  wire (µm)  global-route usage [%]  part of all wire (%)
met1        3390                    25.5                    41
met2        3770                    31.7                    46
met3         915                    6.52                    11
met4         134                    4.04                   1.6
met5           0                       0                     0
[logic make-up (layout without fill, tap and decap cells)]
kind of cell / count (synthesis) / in the layout
and+or+nand+nor: 96 / 96
DFF: 96 / 96
buffers and inverters: 111 / 224
muxes: 96 / 96
other: 0 / 1
[layout by cell type, fill, tap and decap left out]
cell type	count
diode_2	1
clkbuf_8	9
buf_12	6
clkinvlp_4	3
buf_2	97
mux2i_1	96
clkbuf_1	3
dfxtp_2	96
clkdlybuf4s50_1	96
buf_4	9
nor2_1	96
clkinv_4	1
[worst min-delay path by stage]
| stage | cells past startpoint | end | start | slack (ns) |
|---|---|---|---|---|
| after global routing | 3 | zero_ex_set.b5.state | rst | 0.32 |
| final | 3 | PC_inc.b7.state | rst | 0.33 |
| after CTS | 3 | zero_ex_set.b14.state | rst | 0.32 |
[what timing repair did]
action	CTS	global route
setup buffers	1	3
hold buffers	0	0
setup endpoints to repair	96	74
gates resized	387	0
[Yosys cell counts]
cell type / count / area (µm²)
clkbuf_1: 7 / 26.3
dfxtp_1: 96 / 1920
mux2i_1: 96 / 961
buf_12: 4 / 80.1
nor2_1: 96 / 360
buf_8: 1 / 15.0
buf_1: 2 / 7.51
buf_2: 1 / 5.00
buf_4: 96 / 721
[per-stage QoR]
stage          instance area (µm²)  hold slack (ns)  total power, µW  std cells
2_1_floorplan                 4100            0.344             4950        399
3_5_place_dp                  5460            0.484             5590        594
5_1_grt                       5290            0.324             7910        614
4_1_cts                       5270            0.317             7620        611
6_report                      5290            0.333             7500        615
3_3_place_gp                  5460            0.472             5570        594
[cell type report]
class                   instances  area, µm²
fillers                       616       2510
flip-flops and latches         96       2040
repair buffers                208       1630
multi-input cells             192       1320
clock buffers                  12        135
well taps                     102        128
clock inverters                 4       31.3
diodes                          1       2.50
[power groups by stage]
| stage | clock [µW] | sequential, µW | combinational [µW] |
|---|---|---|---|
| CTS | 2280 | 4190 | 1140 |
| global route | 2440 | 4220 | 1240 |
| finish | 2180 | 4190 | 1140 |
Power figures rest on the tool's default switching activity, not on a simulated workload.
