### config.mk
export PLATFORM = sky130hd
export DESIGN_NAME = ID_EX
export DESIGN_NICKNAME = ID_EX
export VERILOG_FILES = /design/flow/design.v
export SDC_FILE = /design/flow/constraint.sdc
export NUM_CORES = 4
export LEC_CHECK = 1
export CORE_UTILIZATION = 40
### run.sh
#!/bin/bash
# OpenROAD 26Q1-2900-gdf79404cd8, Yosys 0.63+post, stock flow scripts
make -C /OpenROAD-flow-scripts/flow DESIGN_CONFIG=/design/flow/config.mk WORK_HOME=/design/flow/orfs finish
### design.v
`default_nettype none
module ID_EX (
    output wire [15:0] read_data_1_EX,
	output wire [15:0] read_data_2_EX,
	output wire [15:0] sign_ex_J_EX,
	output wire [15:0] ALU_operand_ex_EX,
    output wire [15:0] PC_inc_EX,
	output wire operand2Mux_EX,
    output wire invA_EX,
	output wire invB_EX,
	output wire sign_EX,
	output wire add_EX,
	output wire x_or_EX,
	output wire and__EX,
	output wire shift_rotate_EX,
	output wire left_right_EX,
	output wire btr_EX,
	output wire cin_EX,
	output wire slbi_EX,
	output wire lbi_EX,
	output wire eq_EX,
	output wire lt_EX,
	output wire le_EX,
	output wire co_EX,
	output wire ge_EX,
	output wire ne_EX,
    output wire r_EX,
    output wire branch_EX,
    input wire [15:0] read_data_1_ID,
	input wire [15:0] read_data_2_ID,
	input wire [15:0] sign_ex_J_ID,
	input wire [15:0] ALU_operand_ex_ID,
    input wire [2:0] writeReg_ID, Rs_ID, Rt_ID,
    input wire branch_ID,
	input wire regWrite_ID,
    input wire operand2Mux_ID,
    input wire memRead_ID,
	input wire memWrite_ID,
	input wire memToReg_ID,
	input wire setOp_ID,
	input wire halt_ID,
	input wire invA_ID,
	input wire invB_ID,
	input wire sign_ID,
	input wire add_ID,
	input wire x_or_ID,
	input wire and__ID,
	input wire shift_rotate_ID,
	input wire left_right_ID,
	input wire btr_ID,
	input wire cin_ID,
	input wire slbi_ID,
	input wire lbi_ID,
	input wire eq_ID,
	input wire lt_ID,
	input wire le_ID,
	input wire co_ID,
	input wire ge_ID,
	input wire ne_ID,
	input wire r_ID,
    input wire link_ID,
    output wire link_EX,
	output wire regWrite_EX,  
	output wire memRead_EX,  
	output wire memWrite_EX,  
	output wire memToReg_EX,  
	output wire setOp_EX,  
	output wire halt_EX,  
    output wire [2:0] writeReg_EX, Rs_EX, Rt_EX,
    input wire [15:0] PC_inc_ID,
    input wire r_format_ID,
    output wire r_format_EX,
    input wire i_format_ID,
    output wire i_format_EX,
    input wire stall,
    input wire takeBranch,
    input wire mem_stall,
    input wire clk, rst
);
    wire rst_flush;
    assign rst_flush = rst | takeBranch;
    wire [15:0] read_data_1_ID_stall;
    assign read_data_1_ID_stall = stall ? 16'h0000 : read_data_1_ID;
    register_16b read_data_1(
        .Q(read_data_1_EX),
        .D(read_data_1_ID),
        .en(~mem_stall),
        .clk(clk),
        .rst(rst_flush | stall)
    );
    wire [15:0] read_data_2_ID_stall;
    assign read_data_2_ID_stall = stall ? 16'h0000 : read_data_2_ID;
    register_16b read_data_2(
        .Q(read_data_2_EX),
        .D(read_data_2_ID),
        .en(~mem_stall),
        .clk(clk),
        .rst(rst_flush | stall)
    );
    register_16b sign_ex_J(
        .Q(sign_ex_J_EX),
        .D(sign_ex_J_ID),
        .en(~mem_stall),
        .clk(clk),
        .rst(rst_flush | stall)
    );
    register_16b ALU_operand_ex(
        .Q(ALU_operand_ex_EX),
        .D(ALU_operand_ex_ID),
        .en(~mem_stall),
        .clk(clk),
        .rst(rst_flush | stall)
    );
    register_16b PC_inc(
        .Q(PC_inc_EX),
        .D(PC_inc_ID),
        .en(~mem_stall),
        .clk(clk),
        .rst(rst_flush | stall)
    );
    register_3b writeReg(
        .Q(writeReg_EX),
        .D(writeReg_ID),
        .en(~mem_stall),
        .clk(clk),
        .rst(rst_flush | stall)
    );
    register_3b Rs(
        .Q(Rs_EX),
        .D(Rs_ID),
        .en(~mem_stall),
        .clk(clk),
        .rst(rst_flush | stall)
    );
    register_3b Rt(
        .Q(Rt_EX),
        .D(Rt_ID),
        .en(~mem_stall),
        .clk(clk),
        .rst(rst_flush | stall)
    );
    dff_en link(
        .Q(link_EX),
        .D(link_ID),
        .en(~mem_stall),
        .clk(clk),
        .rst(rst_flush | stall)
    );
    dff_en r_format(
        .Q(r_format_EX),
        .D(r_format_ID),
        .en(~mem_stall),
        .clk(clk),
        .rst(rst_flush | stall)
    );
    dff_en i_format(
        .Q(i_format_EX),
        .D(i_format_ID),
        .en(~mem_stall),
        .clk(clk),
        .rst(rst_flush | stall)
    );
    dff_en branch(
        .Q(branch_EX),
        .D(branch_ID),
        .en(~mem_stall),
        .clk(clk),
        .rst(rst_flush | stall)
    );
    dff_en regWrite(
        .Q(regWrite_EX),
        .D(regWrite_ID),
        .en(~mem_stall),
        .clk(clk),
        .rst(rst_flush | stall)
    );
    dff_en operand2Mux(
        .Q(operand2Mux_EX),
        .D(operand2Mux_ID),
        .en(~mem_stall),
        .clk(clk),
        .rst(rst_flush | stall)
    );
    dff_en memRead(
        .Q(memRead_EX),
        .D(memRead_ID),
        .en(~mem_stall),
        .clk(clk),
        .rst(rst_flush | stall)
    );
    dff_en memWrite(
        .Q(memWrite_EX),
        .D(memWrite_ID),
        .en(~mem_stall),
        .clk(clk),
        .rst(rst_flush | (stall & ~mem_stall))
    );
    dff_en memToReg(
        .Q(memToReg_EX),
        .D(memToReg_ID),
        .en(~mem_stall),
        .clk(clk),
        .rst(rst_flush | stall)
    );
    dff_en setOp(
        .Q(setOp_EX),
        .D(setOp_ID),
        .en(~mem_stall),
        .clk(clk),
        .rst(rst_flush | stall)
    );
    dff_en halt(
        .Q(halt_EX),
        .D(halt_ID),
        .en(~mem_stall),
        .clk(clk),
        .rst(rst_flush | stall)
    );
    dff_en invA(
        .Q(invA_EX),
        .D(invA_ID),
        .en(~mem_stall),
        .clk(clk),
        .rst(rst_flush | stall)
    );
    dff_en invB(
        .Q(invB_EX),
        .D(invB_ID),
        .en(~mem_stall),
        .clk(clk),
        .rst(rst_flush | stall)
    );
    dff_en sign(
        .Q(sign_EX),
        .D(sign_ID),
        .en(~mem_stall),
        .clk(clk),
        .rst(rst_flush | stall)
    );
    dff_en add(
        .Q(add_EX),
        .D(add_ID),
        .en(~mem_stall),
        .clk(clk),
        .rst(rst_flush | stall)
    );
    dff_en x_or(
        .Q(x_or_EX),
        .D(x_or_ID),
        .en(~mem_stall),
        .clk(clk),
        .rst(rst_flush | stall)
    );
    dff_en and_(
        .Q(and__EX),
        .D(and__ID),
        .en(~mem_stall),
        .clk(clk),
        .rst(rst_flush | stall)
    );
    dff_en shift_rotate(
        .Q(shift_rotate_EX),
        .D(shift_rotate_ID),
        .en(~mem_stall),
        .clk(clk),
        .rst(rst_flush | stall)
    );
    dff_en left_right(
        .Q(left_right_EX),
        .D(left_right_ID),
        .en(~mem_stall),
        .clk(clk),
        .rst(rst_flush | stall)
    );
    dff_en btr(
        .Q(btr_EX),
        .D(btr_ID),
        .en(~mem_stall),
        .clk(clk),
        .rst(rst_flush | stall)
    );
    dff_en cin(
        .Q(cin_EX),
        .D(cin_ID),
        .en(~mem_stall),
        .clk(clk),
        .rst(rst_flush | stall)
    );
    dff_en slbi(
        .Q(slbi_EX),
        .D(slbi_ID),
        .en(~mem_stall),
        .clk(clk),
        .rst(rst_flush | stall)
    );
    dff_en lbi(
        .Q(lbi_EX),
        .D(lbi_ID),
        .en(~mem_stall),
        .clk(clk),
        .rst(rst_flush | stall)
    );
    dff_en eq(
        .Q(eq_EX),
        .D(eq_ID),
        .en(~mem_stall),
        .clk(clk),
        .rst(rst_flush | stall)
    );
    dff_en lt(
        .Q(lt_EX),
        .D(lt_ID),
        .en(~mem_stall),
        .clk(clk),
        .rst(rst_flush | stall)
    );
    dff_en le(
        .Q(le_EX),
        .D(le_ID),
        .en(~mem_stall),
        .clk(clk),
        .rst(rst_flush | stall)
    );
    dff_en co(
        .Q(co_EX),
        .D(co_ID),
        .en(~mem_stall),
        .clk(clk),
        .rst(rst_flush | stall)
    );
    dff_en ge(
        .Q(ge_EX),
        .D(ge_ID),
        .en(~mem_stall),
        .clk(clk),
        .rst(rst_flush | stall)
    );
    dff_en ne(
        .Q(ne_EX),
        .D(ne_ID),
        .en(~mem_stall),
        .clk(clk),
        .rst(rst_flush | stall)
    );
    dff_en r(
        .Q(r_EX),
        .D(r_ID),
        .en(~mem_stall),
        .clk(clk),
        .rst(rst_flush | stall)
    );
endmodule
`default_nettype wire
`default_nettype none
module dff (q, d, clk, rst);
    output wire        q;
    input wire         d;
    input wire         clk;
    input wire         rst;
    reg            state;
    assign #(1) q = state;
    always @(posedge clk) begin
      state = rst? 0 : d;
    end
endmodule
`default_nettype wire
`default_nettype none
module dff_en (
    output wire Q,
    input wire D,
    input wire en,
    input wire clk, rst
);
    wire D_en;
    assign D_en = en ? D : Q;
    dff dff1(
        .q(Q),
        .d(D_en),
        .clk(clk),
        .rst(rst)
    );
endmodule
`default_nettype wire
module register_16b (
	input clk,
	input rst,
	input en,
	input [15:0] D,
	output [15:0] Q
);
	wire [15:0] D_en;
	assign D_en = en ? D : Q;
	dff b0(.q(Q[0]), .d(D_en[0]), .clk(clk), .rst(rst));
	dff b1(.q(Q[1]), .d(D_en[1]), .clk(clk), .rst(rst));
	dff b2(.q(Q[2]), .d(D_en[2]), .clk(clk), .rst(rst));
	dff b3(.q(Q[3]), .d(D_en[3]), .clk(clk), .rst(rst));
	dff b4(.q(Q[4]), .d(D_en[4]), .clk(clk), .rst(rst));
	dff b5(.q(Q[5]), .d(D_en[5]), .clk(clk), .rst(rst));
	dff b6(.q(Q[6]), .d(D_en[6]), .clk(clk), .rst(rst));
	dff b7(.q(Q[7]), .d(D_en[7]), .clk(clk), .rst(rst));
	dff b8(.q(Q[8]), .d(D_en[8]), .clk(clk), .rst(rst));
	dff b9(.q(Q[9]), .d(D_en[9]), .clk(clk), .rst(rst));
	dff b10(.q(Q[10]), .d(D_en[10]), .clk(clk), .rst(rst));
	dff b11(.q(Q[11]), .d(D_en[11]), .clk(clk), .rst(rst));
	dff b12(.q(Q[12]), .d(D_en[12]), .clk(clk), .rst(rst));
	dff b13(.q(Q[13]), .d(D_en[13]), .clk(clk), .rst(rst));
	dff b14(.q(Q[14]), .d(D_en[14]), .clk(clk), .rst(rst));
	dff b15(.q(Q[15]), .d(D_en[15]), .clk(clk), .rst(rst));
endmodule
module register_3b (
	input clk,
	input rst,
	input en,
	input [2:0] D,
	output [2:0] Q
);
	wire [2:0] D_en;
	assign D_en = en ? D : Q;
	dff b0(.q(Q[0]), .d(D_en[0]), .clk(clk), .rst(rst));
	dff b1(.q(Q[1]), .d(D_en[1]), .clk(clk), .rst(rst));
	dff b2(.q(Q[2]), .d(D_en[2]), .clk(clk), .rst(rst));
endmodule
### constraint.sdc
current_design ID_EX

set clk_period 5.5
set clk_io_pct 0.2

create_clock -name clk0 -period $clk_period [get_ports {clk}]

set non_clock_inputs [all_inputs -no_clocks]
set_input_delay [expr $clk_period * $clk_io_pct] -clock clk0 $non_clock_inputs
set_output_delay [expr $clk_period * $clk_io_pct] -clock clk0 [all_outputs]
==> Slide: Implementation Results <==
Run Summary

Status
  – Status: complete, no violations

Place
  – Gpl congestion: 0.761
  – I/O Buffers: 242
  – DPL Wire Length: 8050 microns
  – Cell area after placement: 6660 sq um

Drt
  – 1st-iter DRT viols: 145
  – Via count: 3479
  – Vias per cell: 4.49
  – Drt wl/cell: 14.6 microns
  – Routed wire length: 11300 microns
  – DRC Markers: 0
  – First-pass DRT Iterations: 20
  – Antenna Cells: 0
  – ANT nets after route: 0

Die
  – Die Y: 112 microns
  – Die X-Extent: 112 microns
  – I/O pins: 243
  – Core ar.: 11600 sq um
  – Fp_density: 41.7%
  – Row count: 39
  – Total die size: 12600 sq um

Pwr
  – Net Sw Frac: 20.3%
  – Sequential power share: 43.4%
  – P_leak: 2.94 nW
  – Clock share of power: 46.6%
  – Int Pwr: 1.63 mW
  – Sw Pwr: 0.416 mW
  – Peak supply drop: 0.216 mV
  – Power per cell area: 285 nW/um^2
  – Comb power frac: 10.0%

STA
  – Final period util: 48.6%
  – Actual slew at the worst max-slew pin: 796 ps
  – Fmax: 0.374 GHz
  – Finish-stage setup viols: 0
  – Rel. slew slack: 47.0%
  – Tmin final: 2680 ps
  – Hold violation total from the final report: 0
  – Max Slew Vio Count: 0
  – Setup_tns: 0 ps
  – Worst Skew: 0 ps
  – RSZ-0062 raised after global routing: no

Worst setup path
  – R2r worst-path depth: 2
  – Worst flop-to-flop path startpoint: memWrite.dff1.state
  – Crit path max fanout: 77
  – Setup crit end kind: flip-flop
  – Flop-to-flop setup slack: 4820 ps
  – Crit path kind: primary input to flip-flop
  – R2R Path End: memWrite.dff1.state
  – Slowest cell on the critical path: buf_4
  – Req. time, crit path: 5750 ps
  – Largest delay share family, worst path: buffers and inverters
  – Slowest Stage Delay on Critical Path: 720 ps
  – Critical Path Start Type: primary input
  – Critical Path AT: 2920 ps
  – Crit path cell chain: clkdlybuf4s50_1 -> or3_4 -> buf_4 -> nor2_1
  – WP buf/inv: 2

Job
  – Max_cap viols: 0
  – Tool warnings: 26

Clock tree
  – Bufs on Longest Clock Path: 2
  – Reg clk slew, reported paths: 50 ps
  – Inserted Clock Buffers: 17
  – TritonCTS clock tree: built
  – Hold bufs inserted after CTS: 0
  – CTS sink cnt: 119
  – Post-CTS Resized: 0
  – CTS H-tree depth: 4
  – Worst-Skew Late Latency: 390 ps
  – Clk root buf: clkbuf_16
  – Post-CTS setup buffers: 0

Synthesis
  – Yosys Warn Count: 1
  – Top cells by area: dfxtp_1, mux2i_1, buf_4
  – Post-synthesis sequential area ratio: 49.2%
  – Synth Cell Area: 4850 sq um
  – Chip Area, Yosys: 4850 sq um
  – Mapped Cells: 474
  – Syn_area_per_cell: 10.2 sq um
  – Unique cell types: 12
  – Post-synth top area cell: dfxtp_1
  – Yosys cell count: 474
  – Largest type area fraction: 49.2%
  – FF+latch count, synth: 119

Min path
  – Hold WC Path Type: flip-flop to flip-flop
  – Min-Delay Path Depth: 2
  – Hold Crit Endpoint: memWrite.dff1.state
  – Hold path start: memWrite.dff1.state

Cells and area
  – Flop area: 2380 sq um
  – Finished Cell Area: 7180 sq um
  – Comb area: 1660 sq um
  – Area Growth Syn to Fin: 48.1%
  – Share of cells above drive strength 1: 5.06%
  – Fillers: 963

Global route
  – Gr usage total: 18.8%
  – Largest net degree at the start of global routing: 78
  – Initial antenna violation count: 0
  – Global-route wire length before repair: 18000 microns
  – Vias in the first global route: 3552
  – Overflow after GRT: 0
[worst max-delay path by stage]
stage,start,end,cells past startpoint
after global routing,rst,read_data_1.b5.state,4
after CTS,takeBranch,read_data_2.b4.state,4
final,takeBranch,read_data_2.b4.state,4
[area by class of cell]
cell class	instances	share of cell area (%)
Clock inverter	5	0.349
Clock buffer	23	6.80
Multi-Input combinational cell	240	23.1
Sequential cell	119	33.2
Tap cell	143	2.49
Timing Repair Buffer	245	34.1
[cell usage in the layout, fill, tap and decap left out]
| master | netlist | layout |
|---|---|---|
| dfxtp_1 | 119 | 119 |
| clkbuf_1 | 4 | 2 |
| clkinv_2 | 0 | 5 |
| nand2_1 | 1 | 1 |
| clkbuf_16 | 0 | 17 |
| or3_4 | 0 | 1 |
| buf_6 | 3 | 1 |
| clkdlybuf4s50_1 | 0 | 241 |
| nor2_1 | 118 | 118 |
| a211oi_1 | 1 | 1 |
| mux2i_1 | 118 | 118 |
| buf_4 | 90 | 3 |
| clkbuf_8 | 0 | 4 |
| or3b_2 | 1 | 1 |
[metrics by stage]
step | power [mW] | setup slack (ps) | util [%] | hold slack, ps | cells
floorplan | 0.998 | 3490 | - | 426 | 474
global placement | 1.11 | 2460 | 57.4 | 464 | 747
detailed placement | 1.11 | 2420 | 57.4 | 470 | 747
CTS | 2.08 | 2840 | 61.8 | 478 | 775
global route | 2.13 | 2720 | 61.8 | 505 | 775
finish | 2.04 | 2820 | 61.8 | 478 | 775
[per-layer routing]
metal / share of wire (%) / track usage (%) / wire, microns
met1: 39 / 23.3 / 4380
met5: 0 / 0 / 0
met4: 1.3 / 2.93 / 145
met2: 49 / 31.2 / 5490
met3: 11 / 8.59 / 1280
[cell families after synthesis]
group | count (synthesis) | synth area share, %
compound gates | 1 | 0.155
simple gates | 121 | 9.53
buf+inv | 115 | 16.8
flops | 119 | 49.2
mux | 118 | 24.4
[synthesized netlist by cell type (all sizes together)]
cell    instances
a211oi          1
buf           111
clkbuf          4
dfxtp         119
mux2i         118
nand2           1
nor2          118
or3             1
or3b            1
[power by group through the flow]
stage	combinational, mW	sequential (mW)	clock [mW]
4_1_cts	0.207	0.887	0.982
6_report	0.204	0.888	0.952
5_1_grt	0.222	0.888	1.02
[worst register-to-register path: stages (launching register included)]
cell and delay [ps]:
dfxtp_1 330, nand2_1 60, a211oi_1 210
Power figures rest on the tool's default switching activity, not on a simulated workload.
